==> design.v <==
module dhruva(clk,RN,NPC,WB_OUT);
input clk;
input RN;
integer k;
wire  EX_MEM_COND ;
reg 
BR_EN;
reg[31:0] 
IF_ID_IR,
IF_ID_NPC;                                
reg[31:0] 
ID_EX_A,
ID_EX_B,
ID_EX_RD,
ID_EX_IMMEDIATE,
ID_EX_IR,ID_EX_NPC;      
reg[31:0] 
EX_MEM_ALUOUT,
EX_MEM_B,EX_MEM_IR;                        
parameter 
ADD=3'd0,
SUB=3'd1,
AND=3'd2,
OR=3'd3,
XOR=3'd4,
SLT=3'd5,
ADDI=3'd0,
SUBI=3'd1,
ANDI=3'd2,
ORI=3'd3,
XORI=3'd4,
LW=3'd0,
SW=3'd1,
BEQ=3'd0,
BNE=3'd1,
SLL=3'd0,
SRL=3'd1;
parameter 
AR_TYPE=7'd0,
M_TYPE=7'd1,
BR_TYPE=7'd2,
SH_TYPE=7'd3;
reg[31:0] 
MEM_WB_IR,
MEM_WB_ALUOUT,
MEM_WB_LDM;                      
output reg [31:0]WB_OUT,NPC;
reg [31:0]REG[0:31];                                               
reg [31:0]MEM[0:31];                                             
reg [31:0]DM[0:31];   
always @(posedge clk or posedge RN) begin
    if(RN) begin
    NPC<= 32'd0;
    BR_EN<= 1'd0; 
    REG[0] <= 32'h00000000;
    REG[1] <= 32'd1;
    REG[2] <= 32'd2;
    REG[3] <= 32'd3;
    REG[4] <= 32'd4;
    REG[5] <= 32'd5;
    REG[6] <= 32'd6;
    end
    else begin
    NPC <= BR_EN ? EX_MEM_ALUOUT : NPC +32'd1;
    BR_EN <= 1'd0;
    IF_ID_IR <=MEM[NPC];
    IF_ID_NPC <=NPC+32'd1;
    end
end
always @(posedge RN) begin
MEM[0] <= 32'h02208300;          
MEM[1] <= 32'h02209380;          
MEM[2] <= 32'h0230a400;          
MEM[3] <= 32'h02513480;          
MEM[4] <= 32'h0240c500;          
MEM[5] <= 32'h02415580;          
MEM[6] <= 32'h00520600;          
MEM[7] <= 32'h00209181;          
MEM[8] <= 32'h00208681;          
MEM[9] <= 32'h00f00002;          
MEM[25] <= 32'h00210700;          
end
always @(posedge clk) begin
ID_EX_A <= REG[IF_ID_IR[19:15]];
ID_EX_B <= REG[IF_ID_IR[24:20]];
ID_EX_RD <= REG[IF_ID_IR[11:7]];
ID_EX_IR <= IF_ID_IR;
ID_EX_IMMEDIATE <= {{20{IF_ID_IR[31]}},IF_ID_IR[31:20]};
ID_EX_NPC<=IF_ID_NPC;
end
always@(posedge clk) begin
EX_MEM_IR <=  ID_EX_IR;
case(ID_EX_IR[6:0])
AR_TYPE:begin
    if(ID_EX_IR[31:25]== 7'd1)begin
    case(ID_EX_IR[14:12])
    ADD:EX_MEM_ALUOUT <= ID_EX_A + ID_EX_B;
    SUB:EX_MEM_ALUOUT <= ID_EX_A - ID_EX_B;
    AND:EX_MEM_ALUOUT <= ID_EX_A & ID_EX_B;
    OR :EX_MEM_ALUOUT <= ID_EX_A | ID_EX_B;
    XOR:EX_MEM_ALUOUT <= ID_EX_A ^ ID_EX_B;
    SLT:EX_MEM_ALUOUT <= (ID_EX_A < ID_EX_B) ? 32'd1 : 32'd0;
    endcase
    end
    else begin
        case(ID_EX_IR[14:12])
        ADDI:EX_MEM_ALUOUT <= ID_EX_A + ID_EX_IMMEDIATE;
        SUBI:EX_MEM_ALUOUT <= ID_EX_A - ID_EX_IMMEDIATE;
        ANDI:EX_MEM_ALUOUT <= ID_EX_A & ID_EX_B;
        ORI:EX_MEM_ALUOUT  <= ID_EX_A | ID_EX_B;
        XORI:EX_MEM_ALUOUT <= ID_EX_A ^ ID_EX_B;
        endcase
    end
end
M_TYPE:begin
    case(ID_EX_IR[14:12])
    LW  :EX_MEM_ALUOUT <= ID_EX_A + ID_EX_IMMEDIATE;
    SW  :EX_MEM_ALUOUT <= ID_EX_IR[24:20] + ID_EX_IR[19:15];
    endcase
end
BR_TYPE:begin
    case(ID_EX_IR[14:12])
    BEQ:begin 
    EX_MEM_ALUOUT <= ID_EX_NPC+ID_EX_IMMEDIATE;
    BR_EN <= 1'd1 ? (ID_EX_IR[19:15] == ID_EX_IR[11:7]) : 1'd0;
end
BNE:begin 
    EX_MEM_ALUOUT <= ID_EX_NPC+ID_EX_IMMEDIATE;
    BR_EN <= (ID_EX_IR[19:15] != ID_EX_IR[11:7]) ? 1'd1 : 1'd0;
end
endcase
end
SH_TYPE:begin
case(ID_EX_IR[14:12])
SLL:EX_MEM_ALUOUT <= ID_EX_A << ID_EX_B;
SRL:EX_MEM_ALUOUT <= ID_EX_A >> ID_EX_B;
endcase
end
endcase
end
always@(posedge clk) begin
MEM_WB_IR <= EX_MEM_IR;
case(EX_MEM_IR[6:0])
AR_TYPE:MEM_WB_ALUOUT <=  EX_MEM_ALUOUT;
SH_TYPE:MEM_WB_ALUOUT <=  EX_MEM_ALUOUT;
M_TYPE:begin
case(EX_MEM_IR[14:12])
LW:MEM_WB_LDM <= DM[EX_MEM_ALUOUT];
SW:DM[EX_MEM_ALUOUT]<=REG[EX_MEM_IR[11:7]];
endcase
end
endcase
end
always@(posedge clk) begin
case(MEM_WB_IR[6:0])
AR_TYPE:begin 
WB_OUT<=MEM_WB_ALUOUT;
REG[MEM_WB_IR[11:7]]<=MEM_WB_ALUOUT;
end
SH_TYPE:begin
WB_OUT<=MEM_WB_ALUOUT;
REG[MEM_WB_IR[11:7]]<=MEM_WB_ALUOUT;
end
M_TYPE:begin
case(MEM_WB_IR[14:12])
LW:begin
WB_OUT<=MEM_WB_LDM;
REG[MEM_WB_IR[11:7]]<=MEM_WB_LDM;
end
endcase
end
endcase
end
endmodule
==> run.sh <==
#!/bin/bash
# OpenROAD 26Q1-2900-gdf79404cd8, Yosys 0.63+post, stock flow scripts
make -C /OpenROAD-flow-scripts/flow DESIGN_CONFIG=/design/flow/config.mk WORK_HOME=/design/flow/orfs finish
==> config.mk <==
export PLATFORM = sky130hd
export DESIGN_NAME = dhruva
export DESIGN_NICKNAME = dhruva
export VERILOG_FILES = /design/flow/design.v
export SDC_FILE = /design/flow/constraint.sdc
export NUM_CORES = 4
export LEC_CHECK = 1
export CORE_UTILIZATION = 30
==> constraint.sdc <==
current_design dhruva

set clk_period 25.4
set clk_io_pct 0.2

create_clock -name clk0 -period $clk_period [get_ports {RN}]
create_clock -name clk1 -period $clk_period [get_ports {clk}]

set non_clock_inputs [all_inputs -no_clocks]
set_input_delay [expr $clk_period * $clk_io_pct] -clock clk0 $non_clock_inputs
set_output_delay [expr $clk_period * $clk_io_pct] -clock clk0 [all_outputs]
==> impl_metrics.toml <==
# implementation run metrics
[synth]
synth-main-ff-cell = "edfxtp_1"
edf_count = 1488
ys_seq_elements = 1650
synth_stat.cells = 4855
syn_inst = 4855
synth_cell_types = 105
syn_area_um2 = 73300
synth.avg_cell_area_um2 = 15.1
async_flop_share_pct = 1.94
yosysChipArea_um2 = 73300
postSynthSeqShare_pct = 65.6
yosys_warnings = 1125

[timing]
setup_ws_ns = 12.81
setup-violations-final = 0
tightest_slew_ns = 1.05
grt_setup_unrepaired = "false"
timing.setup.tns_ns = 0
fin_hold_ws_ns = -0.269
slew_violations = 0
finClkSkew_ns = 0.0487
slew-limit-headroom_pct = 28.9
hold_viol_final = 48

[global_route]
grt_start_max_net_pins = 92
grt_usage_pct = 20.9
grt_pass1_wl_um = 348000
gr-total-overflow = 0
antenna_found_initial = 7
grt_pass1_vias = 49600

[layout]
lay_top_count = "edfxtp_1"
final_layout_size_suffix_gt1_share_pct = 17.9
ff_latch_area_um2 = 48100
final_cell_mix = "1488 x edfxtp_1, 288 x mux4_2, 241 x nor2_1, 218 x a22oi_1, 210 x inv_1"
area_growth_syn_to_layout_pct = 15.7
logic_area_um2 = 23700
num-fill-cells = 22800
instances_no_fill = 8394

[placement]
dp_hpwl_um = 148000
port-buffer-count = 64
dpl_worst_slack_ns = 10.67
placed_cells_incl_taps = 7977
gp_congestion = 1.01

[detailed_routing]
avgRoutedWirePerCell_um = 28.9
drt-initial-drc-count = 4308
postRouteAntennaNets = 0
first_pass_iters = 10
vias = 47400
via_per_inst = 5.64
totalWireLength_um = 243000
post-route-drc-count = 0

[power]
leakagePower_nw = 29.5
peakVddDrop_uv = 60.3
power_density_nw_per_um2 = 66.7

[status]
status = "finished with violations"
violations = "hold timing"

[clock_network]
cts_setup_buffers = 0
cts.repair.resized = 0
clk_pin_slew_ns = 0.06
cts_tree = "built"
hold_buffers = 0

[die]
pin_count = 66
dieArea_um2 = 246000
dieWidth_um = 496
coreArea_um2 = 243000
die_h_um = 496
num_rows = 181
initCoreUtil_pct = 30.1

[worst_setup_path]
cp.required_ns = 25.92
crit_fanout = 13
critPathLaunchType = "clock port"
crit_path_end_kind = "register"
timing.rr.start = "ID_EX_B[1]"
critPathLaunch = "RN"
crit_type = "clk2reg"
worstPathArrival_ns = 13.10

[flow_run]
warnings = 179
cap_violations = 0

[min_path]
min_from = "RN"
hold_path_class = "clk2reg"
sequential cells by signal, summed over array words and instances (netlist names):
signal / cells
ID_EX_A: 32
IF_ID_IR: 16
EX_MEM_ALUOUT: 32
MEM_WB_ALUOUT: 32
EX_MEM_IR: 9
REG: 288
ID_EX_IMMEDIATE: 5
DM: 1024
ID_EX_B: 32
MEM_WB_LDM: 32
NPC: 32
MEM_WB_IR: 9
WB_OUT: 32
ID_EX_NPC: 32
IF_ID_NPC: 32
ID_EX_IR: 11
where the power goes:
part / switching [W] / internal [W]
logic: 0 / 0
clock network: 0.00117 / 0.00155
registers: 0 / 0.00293
layout make-up:
type / instances / share of cell area [%]
clock buffers: 225 / 5.70
flip-flops and latches: 1650 / 56.8
diodes: 2 / 0.00591
well taps: 3202 / 4.73
clock inverters: 191 / 1.78
multi-input cells: 2731 / 27.9
inverters: 133 / 0.589
repair buffers: 260 / 2.52
cells in the mapped netlist (33+ instances only):
master    number  area, um2
nand3_1      137        686
nor3_1        78        390
a221oi_1      86        753
buf_1         52        195
a22o_1        65        569
nor4_1        33        206
mux2i_1       69        691
edfxtp_1    1488      44700
a22oi_1      218       1640
clkbuf_1     238        893
dfxtp_1      130       2600
inv_1        131        492
ha_1         120       1500
xnor2_1       89        780
nand4_1       67        419
a211oi_1      56        420
mux4_2       288       6490
a21oi_1      193        966
nand2_1      180        676
nor2_1       292       1100
mux2_2        47        529
and2_1        40        250
a222oi_1      61        611
o21ai_0      123        616
metrics by stage:
stage / util [%] / hold WS (ns) / total power [W] / area [um2]
final: 34.9 / -0.269 / 0.00565 / 84700
after global routing: 34.9 / -0.288 / 0.00584 / 84700
after CTS: 34.9 / -0.319 / 0.00571 / 84700
after detailed placement: 32.3 / 0.314 / 0.00303 / 78400
after global placement: 32.3 / 0.316 / 0.00303 / 78400
after floorplan: - / 0.310 / 0.00303 / 73300
metal layers:
| metal | vias to the layer above | global-route usage, % | share of wire [%] |
|---|---|---|---|
| met3 | 527 | 15.4 | 17 |
| li1 | 20000 | - | - |
| met1 | 23400 | 24.6 | 34 |
| met2 | 3432 | 30.1 | 45 |
| met4 | 20 | 6.60 | 3.8 |
| met5 | - | 1.56 | 0.19 |
final timing paths:
path	end	slack (ns)	depth (start not counted)
worst min register to register	EX_MEM_IR[9]	0.33	0
max in group asynchronous	NPC[30]	13.33	3
worst max-delay path	IF_ID_IR[20]	12.81	3
min in group asynchronous	NPC[2]	11.96	3
max in group clk0	NPC[2]	18.14	1
min in group clk0	WB_OUT[5]	6.63	1
worst min-delay path	IF_ID_NPC[5]	-0.27	3
worst max register to register	EX_MEM_ALUOUT[27]	20.61	12
logic make-up after synthesis:
group / count (synthesis) / share of synthesized area [%]
xor gates and xnor gates: 112 / 1.34
muxes: 405 / 10.5
adders and majority gates: 126 / 2.21
DFF: 1650 / 65.6
buffers and inverters: 474 / 2.67
AOI/OAI and AO/OA: 1098 / 11.0
and+or+nand+nor: 990 / 6.64
critical path, cell delays in order:
cell and delay, ns:
clkbuf_16 0.16, clkbuf_16 0.17, inv_1 0.06
Power and IR drop assume default switching activity.
